File: design/flow/run.sh
#!/bin/bash
# OpenROAD 26Q1-2900-gdf79404cd8, Yosys 0.63+post, stock flow scripts
make -C /OpenROAD-flow-scripts/flow DESIGN_CONFIG=/design/flow/config.mk WORK_HOME=/design/flow/orfs finish
File: design/flow/config.mk
export PLATFORM = sky130hd
export DESIGN_NAME = paddle
export DESIGN_NICKNAME = paddle
export VERILOG_FILES = /design/flow/design.v
export SDC_FILE = /design/flow/constraint.sdc
export NUM_CORES = 4
export LEC_CHECK = 1
export CORE_UTILIZATION = 30
File: design/flow/constraint.sdc
current_design paddle

set clk_period 3.4
set clk_io_pct 0.2

create_clock -name clk0 -period $clk_period [get_ports {clock}]

set non_clock_inputs [all_inputs -no_clocks]
set_input_delay [expr $clk_period * $clk_io_pct] -clock clk0 $non_clock_inputs
set_output_delay [expr $clk_period * $clk_io_pct] -clock clk0 [all_outputs]
File: design/flow/design.v
module frame_counter(clear_sig, clock, resetn, signal_out, enable);
	input clock, resetn, enable, clear_sig;
	output signal_out;
	wire[27:0] rate_out;
	 wire enable_frame;
	 wire[27:0] output_frame;
	 ratedivider r1(
		.enable(enable),
		.load(35000),
		.clock(clock),
		.reset_n(resetn ),
		.q(rate_out),
		.clear_sig(clear_sig)
	 );
	 assign enable_frame = (rate_out == 0) ? 1 : 0;
	 ratedivider r2(
		.enable(enable_frame),
		.load(15), 
		.clock(clock),
		.reset_n(resetn ),
		.q(output_frame),
		.clear_sig(clear_sig)
	 );
	 assign signal_out = (output_frame == 0) ? 1 : 0;
endmodule
module ratedivider(enable, load, clock, reset_n, q, clear_sig);
	input enable, clock, reset_n, clear_sig;
	input [27:0] load;
	output reg [27:0] q;
	always @(posedge clock)
	begin
		if (reset_n == 1'b1 || clear_sig == 1'b1)  
			q <= load;
		else if (enable == 1'b1)
			begin
				if (q == 0)  
					q <= load;
				else  
					q <= q - 1'b1;
			end
	end
endmodule
module paddle(clock, reset_n, x_out, y_out, colour_out, enable_up, enable_down, enable_left, enable_right, writeEn);
	input clock, reset_n;
	input enable_up, enable_down, enable_left, enable_right;
	output [10:0] x_out, y_out;
	output [2:0] colour_out;
	output writeEn;
	wire [10:0] x_pos, y_pos;
	wire enable, enable_fcounter, y_count_done, enable_update, next_box, clear_sig;
	wire [2:0] colour;
	movement m0(
		.clock(clock), .reset_n(reset_n), 
		.enable_update(enable_update), 
		.x_pos_in(20), .y_pos_in(80), 
		.x_pos_out(x_pos), .y_pos_out(y_pos),
		.enable_up(enable_up), .enable_down(enable_down), 
		.enable_left(enable_left), .enable_right(enable_right));
	drawable p0(
		.clock(clock), .reset_n(reset_n), .enable(enable),
		.width(4), .height(20),
		.x_pos(x_pos), .y_pos(y_pos),
		.x_out(x_out), .y_out(y_out), 
		.colour(colour), .colour_out(colour_out), 
		.enable_fcounter(enable_fcounter),
		.y_count_done(y_count_done));
	control_paddle conp(
		.clock(clock), .reset_n(reset_n), 
		.write_en(writeEn), .enable(enable), 
		.colour(colour), .enable_update(enable_update), 
		.enable_fcounter(enable_fcounter), .next_box(next_box), 
		.y_count_done(y_count_done), .clear_sig(clear_sig));
	frame_counter f1(
		.clock(clock), .enable(enable_fcounter), 
		.resetn(reset_n), .signal_out(next_box), 
		.clear_sig(clear_sig));
endmodule
module movement(clock, enable_update, reset_n, enable_up, enable_down, enable_left, enable_right, x_pos_in, y_pos_in, x_pos_out, y_pos_out);
	input clock, reset_n, enable_update;
	input enable_up, enable_down, enable_left, enable_right;
	input [10:0] x_pos_in, y_pos_in;
	output [10:0] x_pos_out, y_pos_out;
	reg [10:0] x_pos, y_pos;
	always @(posedge clock)
	begin
		if (reset_n) begin
			x_pos <= x_pos_in;
			y_pos <= y_pos_in;
		end
		if (enable_update)begin
			if (enable_up) begin
				y_pos <= y_pos - 1;
			end
			if (enable_down) begin
				y_pos <= y_pos + 1;
			end
			if (enable_right) begin
				x_pos <= x_pos + 1;
			end
			if (enable_left) begin
				x_pos <= x_pos - 1;
			end
		end
	end
	assign x_pos_out = x_pos;
	assign y_pos_out = y_pos;
endmodule
module control_paddle( colour, clock, reset_n, write_en, enable, enable_erase, enable_update, enable_fcounter, next_box, y_count_done, clear_sig);
	 input clock, reset_n, next_box, y_count_done;
	 output reg enable, write_en, enable_erase, enable_update, enable_fcounter, clear_sig;
	 output reg [2:0] colour;
	 reg [3:0] curr_state, next_state;
	 localparam  DRAW        = 4'd0,
                RESET_COUNTER   = 4'd1,
                ERASE        = 4'd2,
                UPDATE   = 4'd3,
					 RESET_COUNTERX = 4'd4;
    always@(*)
    begin: state_table 
            case (curr_state)
                DRAW: next_state = (y_count_done == 1) ? RESET_COUNTER: DRAW; 
                RESET_COUNTER: next_state = (next_box == 1) ? ERASE : RESET_COUNTER;
                ERASE: next_state  = (y_count_done == 1) ? UPDATE: ERASE;
                UPDATE: next_state = DRAW; 
            default: next_state = DRAW;
        endcase
    end  
    always @(*)
    begin: enable_signalsmodule 
		  enable = 1'b0;
		  enable_erase = 1'b0;
		  write_en = 1'b0;
		  enable_update <= 0;
		  enable_fcounter <= 0;
		  clear_sig <= 0;
		  colour <= 3'b000;
        case (curr_state)
            DRAW: begin
					 enable <= 1;
					 write_en <= 1;
					 colour <= 3'b101;
                end
				RESET_COUNTER: begin
					 enable_fcounter <= 1;
                end
            ERASE: begin
                write_en <= 1;
					 enable <= 1;
					 enable_erase <= 1;
					 clear_sig <= 1;
                end
				UPDATE: begin
					 enable_update <= 1;
                end
        endcase
    end  
    always@(posedge clock)
    begin: state_FFs
        if(reset_n)
            curr_state <= DRAW;
        else
            curr_state <= next_state;
    end  
endmodule
module drawable(clock, enable, reset_n, height, width, x_pos, y_pos, colour, x_out, y_out, colour_out, enable_fcounter, y_count_done);
	input clock, reset_n, enable, enable_fcounter;
	input [10:0]  width;
	input [10:0]  height;
	input [10:0]  x_pos;
	input [10:0]  y_pos;
	output reg y_count_done;
	input [2:0] colour;
	output [2:0] colour_out;
	 reg[10:0] x_count;
	 reg[10:0] y_count;
	 output [10:0] x_out;
	 output [10:0] y_out;
	 wire[10:0] x_inside; 
    wire[10:0] y_inside;
	 assign x_inside = x_pos;
    assign y_inside = y_pos;
    wire y_enable;
    assign y_enable = (x_count == width) ? 1'b1: 1'b0;
    always @(posedge clock)
    begin
        if(reset_n)
        begin
            x_count <= 0;
				y_count <= 0;
		  end
 	     if (enable == 1'b1)
	     begin
				if (y_enable == 1'b1) begin
					 if (y_count == height) begin
							y_count_done <= 1'b1;
							y_count <= 0;
					 end
				    else
					  begin
							y_count <= y_count + 1'b1;
							y_count_done <= 0;
					 end
				end
	         if (x_count == width) begin
					x_count <= 0;
					end
				else
				begin
					x_count <= x_count + 1'b1;
					y_count_done <= 0;
				end
			end
			if(y_count_done == 1 || enable_fcounter) begin
				x_count <= 0;
				y_count <= 0;																																														
			end
	 end
    assign colour_out = colour;
    assign x_out = x_inside + x_count;
    assign y_out = y_inside + y_count;
endmodule
==> job_summary.md <==
## Synthesis and layout report

| Metric | Value |
|---|---|
| Worst Path Required | between 2 and 3 ns |
| Via-per-instance ratio | between 5 and 6 |
| Via count | roughly 6,200 |
| IO Pins | 32 |
| Root buffer cell | clkbuf_16 |
| RSZ-0062 raised after global routing | false |
| Combinational share of power | 0.230 |
| Area of the mapped netlist | 6780 um2 |
| Avg Inst Size Synth | between 7 and 8 um2 |
| DRT iter0 DRCs | just under 500 |
| Synth area leader | dfxtp_1 |
| Chip area | 23,200 um2 |
| Internal | approximately 2.2 mW |
| Sw Pwr | between 0.9 and 1 mW |
| Pleak | between 2 and 3 nW |
| Total grt overflow | 0 |
| Final setup viols | 0 |
| H-Tree Depth | 3 |
| Placement Setup Slack | between 0.2 and 0.3 ns |
| CP Capture Type | output pin |
| Core ar. | between 20,000 and 25,000 um2 |
| Most used DFF post-synth | dfxtp_1 |
| Final min period | approximately 3.3 ns |
| Final hold vios | 0 |
| Largest net degree at the start of global routing | 28 |
| Count of pins over their slew limit | 0 |
| DRT Pass-1 Iters | 24 |
| Synth top area share | 0.307 |
| FMAX | a little over 300 MHz |
| Critical path startpoint | m0.y_pos[1] |
| IO buf count | 30 |
| Asr flop ratio synth | 0 |
| Global placer's final weighted congestion | roughly 0.89 |
| Post-CTS setup buffers | 0 |
| Final instance count without filler cells | approximately 1,200 |
| Count leader, synth | dfxtp_1 |
| Tightest Pin Transition | 0.812 ns |
| Seq pwr share | 0.432 |
| Clk_skew | approximately 0.0094 ns |
| HPWL Detailed | approximately 11,000 um |
| P&R area growth vs syn | 14.7% |
| Drt drc | 0 |
| Final worst slack | between 0.1 and 0.15 ns |
| Period Utilization, post-route | 0.961 |
| Sink Count | around 110 |
| RR Endpoint | f1.r2.q[17] |
| Total CTS buffers | 9 |
| Yosys cell count | between 800 and 900 |
| Top cells, area | dfxtp_1 31%, ha_1 5.7%, nor2_1 4.8%, xnor2_1 4.1%, nand2_1 3.8% |
| Worst VDD drop | approximately 0.21 mV |
| Tool warnings | 30 |
| Antenna viol nets, final | 0 |
| Worst-path maximum fanout | 9 |
| Placed cells | 1,143 |
| P per Cell Area | a little over 400 nW/um2 |
| Final WL | between 15,000 and 20,000 um |
| Clock latency on the worst-skew pair | about 0.36 ns |
| Slew margin rel. | 0.454 |
| Antenna cells | 0 |
| Arr. time, crit path | between 2 and 3 ns |
| Ys Warns | 10 |
| Clock slew at reported path FFs | approximately 0.080 ns |
| CP Capture Point | y_out[9] |
| Sw frac | 0.299 |
| R2r worst-path depth | 5 |
| Die width | 152 um |
| Worst-case clock buffer depth | 2 |
| Max_cap viols | 0 |
| Total power draw | ~3.1 mW |
| Gr usage total | 0.140 |
| Crit path kind | reg2out |
| Fp_density | 0.309 |
| Share of layout cells above drive strength 1 | 0.0990 |
| Cell variety after synth | around 74 |
| Initial antenna violation count | 0 |
| DR WL/cell | 13.8 um |
| Startpoint types | flip-flop |
| Hold-fix buffers, CTS | 0 |
| FF-to-FF Start | f1.r1.q[16] |
| Hold Crit Class | reg2reg |
| Setup_tns | 0 ns |
| Post-synth top cells | 104 x dfxtp_1, 87 x nor2_1, 68 x nand2_1 |
| Reg-to-reg setup timing slack | around 0.48 ns |
| Vias in the first global route | approximately 5,400 |
| Cells after Synth | 859 |
| Post-synthesis sequential area ratio | 0.311 |
| Outcome | complete, no violations |
| Register bit total from synthesis | ~110 |
| CTS tree | built |
| Die Y | approximately 150 um |
| First-pass GRT wire length | 27,000 um |
| Clk pwr share | 0.338 |
| Row count | 54 |
| Post-synth area from yosys stat | between 6000 and 7000 um2 |
| Number of enable flip-flop cells | 1 |
## timing repair
item                                    in CTS  in global routing
pin swaps                                    0                  1
endpoints found under the setup margin       4                  7
gates resized                               11                 21
## final cells by class
class / instances / area (um2)
fill: 2233 / 14200
multi-input combinational: 677 / 4410
sequential: 105 / 2140
timing repair buffer: 50 / 449
tap: 280 / 350
clock buffer: 9 / 225
inverter: 31 / 116
clock inverter: 7 / 86.3
## cell families after synthesis
kind of cell / count (synthesis) / synth area share
xor+xnor: 49 / 0.0633
simple gates: 404 / 0.321
buf+inv: 77 / 0.0465
flops: 105 / 0.311
compound gates: 177 / 0.174
mux: 13 / 0.0197
other cells: 1 / 0.000553
fa+ha+maj: 33 / 0.0631
## power groups by stage
stage | Clock (mW) | Sequential, mW | Combinational, mW
CTS | 1.10 | 1.35 | 0.714
global route | 1.15 | 1.37 | 0.804
finish | 1.06 | 1.36 | 0.724
## state kept, by name (all words and copies together) (netlist names)
| register | flops |
|---|---|
| conp.curr_state | 4 |
| f1.r1.q | 28 |
| f1.r2.q | 28 |
| m0.x_pos | 11 |
| m0.y_pos | 11 |
| p0.x_count | 11 |
| p0.y_count | 11 |
| p0.y_count_done | 1 |
## worst min path at each step
stage,startpoint,endpoint,slack (ns),cells after the start
after CTS,f1.r2.q[12],f1.r2.q[12],0.49,2
after global routing,f1.r1.q[11],f1.r1.q[11],0.51,2
final,f1.r2.q[25],f1.r2.q[25],0.48,2
## stage by stage
step | cell area, um2 | utilization | hold WS [ns]
global route | 7780 | 0.354 | 0.513
floorplan | 6780 | - | 0.446
detailed placement | 7380 | 0.336 | 0.472
CTS | 7720 | 0.352 | 0.488
global placement | 7380 | 0.336 | 0.461
finish | 7780 | 0.354 | 0.485
## cells in the final DEF (no fill, tap or decap), types with 5 or more instances in the layout
master | Yosys | routed
buf_4 | 2 | 20
nor3b_1 | 6 | 6
a311oi_1 | 5 | 5
nand3_1 | 33 | 32
o31ai_1 | 19 | 19
or4_1 | 30 | 29
dfxtp_2 | 0 | 12
a21oi_1 | 49 | 47
or3_1 | 15 | 15
dfxtp_1 | 104 | 89
mux2i_1 | 10 | 10
nor2b_1 | 12 | 10
and2_1 | 7 | 7
clkbuf_16 | 0 | 9
nand3b_1 | 6 | 6
a22oi_1 | 5 | 5
nor4_1 | 24 | 24
xor2_1 | 17 | 17
ha_1 | 31 | 29
inv_1 | 31 | 31
xnor2_1 | 32 | 32
nand2b_1 | 8 | 8
or2_2 | 9 | 9
clkdlybuf4s50_1 | 0 | 29
nand4_1 | 21 | 21
and3_1 | 15 | 15
nand2_1 | 68 | 68
a22o_1 | 5 | 5
o21ai_0 | 34 | 33
nor2_1 | 87 | 87
nor3_1 | 39 | 39
nor4b_1 | 8 | 8
## metal layers
metal  global-route usage  wire (um)  part of all wire  up-vias
met5                    0          0                 0        -
met4               0.0126        152            0.0095        0
met2                0.211       6980              0.44      100
li1                     -          -                 -     3217
met1                0.220       8300              0.52     2887
met3               0.0209        536             0.034       10
## worst max-delay path, stage by stage (launching register included)
cell,delay [ns]
dfxtp_2,0.37
ha_1,0.32
a21oi_2,0.17
o211ai_1,0.14
or4_4,0.44
a211o_1,0.27
nand3_1,0.08
clkdlybuf4s50_1,0.45
Power figures rest on the tool's default switching activity, not on a simulated workload.
