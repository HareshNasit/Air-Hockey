## run.sh

```bash
#!/bin/bash
# OpenROAD 26Q1-2900-gdf79404cd8, Yosys 0.63+post, stock flow scripts
make -C /OpenROAD-flow-scripts/flow DESIGN_CONFIG=/design/flow/config.mk WORK_HOME=/design/flow/orfs finish
```

## config.mk

```make
export PLATFORM = sky130hd
export DESIGN_NAME = ball_lab9
export DESIGN_NICKNAME = ball_lab9
export VERILOG_FILES = /design/flow/design.v
export SDC_FILE = /design/flow/constraint.sdc
export NUM_CORES = 4
export LEC_CHECK = 1
export CORE_UTILIZATION = 50
```

## constraint.sdc

```tcl
current_design ball_lab9

set clk_period 6.0
set clk_io_pct 0.2

create_clock -name clk0 -period $clk_period [get_ports {clock}]

set non_clock_inputs [all_inputs -no_clocks]
set_input_delay [expr $clk_period * $clk_io_pct] -clock clk0 $non_clock_inputs
set_output_delay [expr $clk_period * $clk_io_pct] -clock clk0 [all_outputs]
```

## design.v

```verilog
module ball
	(
		CLOCK_50,						 
        KEY,
        SW,
		VGA_CLK,   						 
		VGA_HS,							 
		VGA_VS,							 
		VGA_BLANK_N,						 
		VGA_SYNC_N,						 
		VGA_R,   						 
		VGA_G,	 						 
		VGA_B   						 
	);
	input			CLOCK_50;				 
	input   [9:0]   SW;
	input   [3:0]   KEY;
	output			VGA_CLK;   				 
	output			VGA_HS;					 
	output			VGA_VS;					 
	output			VGA_BLANK_N;				 
	output			VGA_SYNC_N;				 
	output	[9:0]	VGA_R;   				 
	output	[9:0]	VGA_G;	 				 
	output	[9:0]	VGA_B;   				 
	wire resetn;  
	assign resetn = SW[0];
	wire [2:0] colour;
	wire [7:0] x;
	wire [6:0] y;
	wire writeEn;
	vga_adapter VGA(
			.resetn(~resetn),
			.clock(CLOCK_50),
			.colour(colour),
			.x(x),
			.y(y),
			.plot(writeEn),
			.VGA_R(VGA_R),
			.VGA_G(VGA_G),
			.VGA_B(VGA_B),
			.VGA_HS(VGA_HS),
			.VGA_VS(VGA_VS),
			.VGA_BLANK(VGA_BLANK_N),
			.VGA_SYNC(VGA_SYNC_N),
			.VGA_CLK(VGA_CLK));
		defparam VGA.RESOLUTION = "160x120";
		defparam VGA.MONOCHROME = "FALSE";
		defparam VGA.BITS_PER_COLOUR_CHANNEL = 1;
		defparam VGA.BACKGROUND_IMAGE = "black.mif";
    	wire clear_signal, enable, enable_erase, enable_update, enable_fcounter, next_box, y_count_done, next_boxx;
		datapath d1(
		.clock(CLOCK_50), 
		.reset_n(resetn), 
		.enable(enable), 
		.enable_erase(enable_erase), 
		.enable_update(enable_update),
		.enable_fcounter(enable_fcounter),
		.x_out(x),
		.y_out(y),
		.colour_out(colour),
		.y_count_done(y_count_done)
	);
	control_draw c1(
		.go(~KEY[1]),
		.clock(CLOCK_50),
		.reset_n(resetn),
		.enable(enable),
		.write_en(writeEn),
		.enable_erase(enable_erase),
		.enable_update(enable_update),
		.enable_fcounter(enable_fcounter),
		.next_box(next_box),
		.y_count_done(y_count_done),
		.clear_signal(clear_signal)
	);
	 frame_counter f1(.clock(CLOCK_50), .enable(enable_fcounter), .resetn(resetn), .signal_out(next_box), .clear_signal(clear_signal));	 
	 frame_counter f2(.clock(CLOCK_50), .enable(enable_fcounter), .resetn(resetn), .signal_out(next_boxx), .clear_signal(clear_signal));	 
endmodule
module datapath(clock, reset_n, x_out, y_out, enable_erase, enable_update, colour_out, enable, enable_fcounter,y_count_done);
    input clock, reset_n, enable, enable_erase, enable_update,enable_fcounter;
    output [7:0] x_out;
    output [6:0] y_out;
    output [2:0] colour_out;
	 output reg y_count_done;
    reg[7:0] x_inside; 
    reg[6:0] y_inside;
    reg[2:0] colour_inside;
	 reg vertical;
	 reg horizontal;
	 reg[1:0] x_count;
    reg[1:0] y_count;
    always @(posedge clock)
    begin
        if (reset_n)
        begin
            x_inside <= 8'b00000000;
            y_inside <= 60;
            colour_inside <= 3'b100;
				vertical <= 1;  
				horizontal <= 1; 
				x_count = 2'b00;
				y_count = 2'b00;
        end
        else
        begin
            if (enable_erase) begin
	             colour_inside <= 3'b010;
					 end
				if(!enable_erase) begin
					 colour_inside <= 3'b100;
					end
            if (enable_update) begin
					 if (vertical == 1'b1) begin
							y_inside <= y_inside - 1'b1;
					 end
					 if (horizontal == 1'b1) begin
					      x_inside <= x_inside + 1'b1;
					 end
				end 
				if(y_count_done == 1 || enable_fcounter) begin
					x_count <= 2'b00;
					y_count <= 2'b00;
				end
        end
    end
	wire y_enable;
    assign y_enable = (x_count == 2'b11) ? 1'b1: 1'b0;
    always @(posedge clock)
    begin
        if(reset_n)
        begin
            x_count <= 2'b000;
				y_count <= 2'b000;
		  end
 	     else if (enable == 1'b1)
	     begin
				if (y_enable == 1'b1) begin
					 if (y_count == 2'b11) begin
							y_count_done <= 1'b1;
							y_count <= 2'b00;
					 end
				    else
					  begin
							y_count <= y_count + 1'b1;
							y_count_done <= 0;
					 end
				end
	         if (x_count == 2'b11) begin
					x_count <= 2'b00;
					end
				else
				begin
					x_count <= x_count + 1'b1;
					y_count_done <= 0;
				end
			end
	 end
    assign colour_out = colour_inside;
    assign x_out = x_inside + x_count;
    assign y_out = y_inside + y_count;
endmodule
module control_draw(go, next_boxx, clock, reset_n, write_en, enable, enable_erase, enable_update, enable_fcounter, next_box, y_count_done, clear_sig);
	 input clock, reset_n, next_box, next_boxx, y_count_done, go;
	 output reg enable, write_en, enable_erase, enable_update, enable_fcounter, clear_sig;
	 reg [3:0] curr_state, next_state;
	 localparam  DRAW        = 4'd0,
                RESET_COUNTER   = 4'd1,
                ERASE        = 4'd2,
                UPDATE   = 4'd3,
					 RESET_COUNTERX = 4'd4;
    always@(*)
    begin: state_table 
            case (curr_state)
                DRAW: next_state = (y_count_done == 1) ? RESET_COUNTER: DRAW; 
                RESET_COUNTER: next_state = (next_box == 1) ? ERASE : RESET_COUNTER;
                ERASE: next_state  = (y_count_done == 1) ? UPDATE: ERASE;
                UPDATE: next_state = DRAW; 
            default: next_state = DRAW;
        endcase
    end  
    always @(*)
    begin: enable_signalsmodule 
		  enable = 1'b0;
		  enable_erase = 1'b0;
		  write_en = 1'b0;
		  enable_update <= 0;
		  enable_fcounter <= 0;
		  clear_sig <= 0;
        case (curr_state)
            DRAW: begin
					 enable <= 1;
					 write_en <= 1;
                end
				RESET_COUNTER: begin
					 enable_fcounter <= 1;
                end
            ERASE: begin
                write_en <= 1;
					 enable <= 1;
					 enable_erase <= 1;
					 clear_sig <= 1;
                end
				UPDATE: begin
					 enable_update <= 1;
                end
        endcase
    end  
    always@(posedge clock)
    begin: state_FFs
        if(reset_n)
            curr_state <= DRAW;
        else
            curr_state <= next_state;
    end  
endmodule
module ball_lab9(clock, reset_n, x_out, y_out, colour_out);
	input clock, reset_n;
	wire enable, write_en, enable_erase, enable_update, go, next_boxx, enable_fcounter, next_box, y_count_done, clear_sig;
	output [7:0] x_out;
   output [6:0] y_out;
   output [2:0] colour_out;
	datapath d0(
		.clock(clock), 
		.reset_n(reset_n), 
		.enable(enable), 
		.enable_erase(enable_erase), 
		.enable_update(enable_update),
		.enable_fcounter(enable_fcounter),
		.x_out(x_out),
		.y_out(y_out),
		.colour_out(colour_out),
		.y_count_done(y_count_done)
	);
	control_draw c0(
		.clock(clock),
		.reset_n(reset_n),
		.enable(enable),
		.write_en(write_en),
		.enable_erase(enable_erase),
		.enable_update(enable_update),
		.enable_fcounter(enable_fcounter),
		.next_box(next_box),
		.y_count_done(y_count_done),
		.clear_sig(clear_sig),
		.next_boxx(next_boxx),
		.go(go)
	);
	 frame_counter f0(.clock(clock), .enable(enable_fcounter), .resetn(reset_n), .signal_out(next_box), .clear_sig(clear_sig));	 
endmodule
module frame_counter(clear_sig, clock, resetn, signal_out, enable);
	input clock, resetn, enable, clear_sig;
	output signal_out;
	wire[27:0] rate_out;
	 wire enable_frame;
	 wire[27:0] output_frame;
	 ratedivider r1(
		.enable(enable),
		.load(35000),
		.clock(clock),
		.reset_n(resetn ),
		.q(rate_out),
		.clear_sig(clear_sig)
	 );
	 assign enable_frame = (rate_out == 0) ? 1 : 0;
	 ratedivider r2(
		.enable(enable_frame),
		.load(15), 
		.clock(clock),
		.reset_n(resetn ),
		.q(output_frame),
		.clear_sig(clear_sig)
	 );
	 assign signal_out = (output_frame == 0) ? 1 : 0;
endmodule
module ratedivider(enable, load, clock, reset_n, q, clear_sig);
	input enable, clock, reset_n, clear_sig;
	input [27:0] load;
	output reg [27:0] q;
	always @(posedge clock)
	begin
		if (reset_n == 1'b1 || clear_sig == 1'b1)  
			q <= load;
		else if (enable == 1'b1)
			begin
				if (q == 0)  
					q <= load;
				else  
					q <= q - 1'b1;
			end
	end
endmodule
```

==> impl_metrics.toml <==
# flow metrics
[run_status]
run_status = "complete, no violations"

[sta]
max_freq_ghz = 0.333
finalHoldViolCount = 0
min_period_ns = 3.01
finalSetupViolCount = 0
slew-limit-headroom_pct = 45.0
finalWorstSetupSlack_ns = 2.99
finalMaxSlewViolations = 0
final_min_period_over_clock_period_pct = 50.1
setup_tns_ns = 0
worst_clock_skew_ns = 0.00829
timing_worst_slew_pin_value_ns = 0.817
rsz0062_at_grt = "no"

[clock_tree]
cts-hold-fix-buffers = 0
cts_resized = 0
post-cts-setup-buffers = 0
clk_pin_slew_worst_paths_ns = 0.06
clockRootBuffer = "clkbuf_8"
clock_path_buffers = 2
clock_latency_ns = 0.33
clkSinkCount = 60
ctsHtreeMaxLevel = 3
cts_tree = "done"
number_of_buffers_created_by_cts = 9

[placed_design]
port_buffers = 3
gpl.final_weighted_congestion = 0.822
placedInstanceArea_sq_mm = 0.00287
post_place_worst_slack_ns = 3.01
place.detailed.hpwl_um = 3280

[floorplan]
floorplan.initialDensity_pct = 51.8
core_sq_mm = 0.00551
dieWidth_um = 77.6
num_io_pins = 20
floorplan.die_area_sq_mm = 0.00601
fp-row-count = 27
die_y_um = 77.6

[worst_setup_path]
critPathLaunch = "f0.r1.q[16]"
reg2regPathDepth = 5
crit_path_max_fanout = 10
cp.arrival_ns = 3.26
setup.reg_to_reg.worst_slack_ns = 2.99
worstSetupPathType = "register to register"
worst_r2r_endpoint = "f0.r2.q[27]"
crit_path_start_kind = "register"
worstPathRequired_ns = 6.26
setup.worst_path.end_class = "register"
worst_r2r_startpoint = "f0.r1.q[16]"

[grt]
number_of_global_route_vias_before_repair = 1923
grt_usage_pct = 18.6
first_pass_grt_wire_length_um = 8910
grt_max_degree = 29
initial_antenna_violation_count = 0
globalRouteOverflowTotal = 0

[finish]
drive_above_1_share_pct = 5.69
final_core_util_pct = 55.0
final-seq-area_sq_mm = 0.00120
area.combinational_sq_mm = 0.00150
design_area_sq_mm = 0.00303
fillers = 499
area_overhead_of_the_layout_relative_to_synthesis_pct = 6.18

[logic_synthesis]
muxShareOfSynthArea_pct = 0
syn_area_per_cell_sq_um = 8.67
syn-instance-count = 329
synthDistinctLibCells = 37
ys_sh_simple_pct = 30.5
parity_gate_share_of_the_synthesized_area_counting_xor_and_xnor_cells_pct = 12.9
ys.flops = 60
synth.yosys.seq_area_share_pct = 42.1
post_synth_main_logic_family = "simple AND/OR/NAND/NOR gates"
yosysWarningCount = 13
yosys.stat.chipArea_sq_mm = 0.00285
ys_sh_adder_pct = 1.32
synthesis.area_sq_mm = 0.00285
ys_cells = 329
compound_area_share_pct = 5.79

[route]
via_count = 2103
insertedDiodeCount = 0
firstDrtPassIters = 4
detail-route-antenna-nets = 0
vias_per_cell = 5.18
detail_route.iter0.violations = 84
wl_per_cell_um = 12.2
post-route-drc-count = 0
drt-total-wl_um = 4940

[flow_run]
stage_log_warnings = 26
drv.max_cap_violation_count = 0

[min_path]
holdPathEnd = "d0.colour_inside[2]"
min-delay-path-class = "register to register"
hold_depth = 1
holdCritStartpoint = "c0.curr_state[1]"

[pwr]
p_leak_nw = 1.09
ir_drop_mv = 0.140
power-per-cell-area_mw_per_mm2 = 232
[layer usage]
metal | GRT usage (%) | wire, um | vias to the layer above | part of all wire, %
met5 | 0 | 0 | - | 0
met2 | 26.3 | 1950 | 30 | 40
met3 | 4.30 | 173 | 4 | 3.5
met4 | 2.08 | 48 | 0 | 0.97
met1 | 30.6 | 2770 | 941 | 56
li1 | - | - | 1128 | -
[where the power goes]
group / internal, mW / leakage [nW] / total, mW / switching [mW]
Combinational: 0.00282 / 0.518 / 0.00954 / 0.00672
Sequential: 0.398 / 0.483 / 0.398 / 0
Clock: 0.154 / 0.0848 / 0.297 / 0.142
[cell usage after synthesis]
cell / number / share of area (%)
a211o_1: 1 / 0.31
a211oi_1: 1 / 0.26
a21boi_0: 1 / 0.26
a21oi_1: 12 / 2.1
and4b_1: 1 / 0.35
buf_2: 2 / 0.35
buf_4: 16 / 4.2
buf_6: 1 / 0.39
clkbuf_1: 11 / 1.4
conb_1: 2 / 0.26
dfxtp_1: 60 / 42
ha_1: 3 / 1.3
inv_1: 6 / 0.79
nand2_1: 13 / 1.7
nand2b_1: 7 / 1.5
nand3_1: 3 / 0.53
nand3b_1: 2 / 0.53
nand4_1: 4 / 0.88
nand4b_1: 2 / 0.61
nor2_1: 44 / 5.8
nor2b_1: 1 / 0.22
nor3_1: 17 / 3.0
nor3b_1: 2 / 0.53
nor4_1: 17 / 3.7
nor4b_1: 1 / 0.31
nor4bb_1: 1 / 0.35
o21ai_0: 9 / 1.6
o21ai_1: 1 / 0.18
o31ai_1: 3 / 0.79
o41ai_1: 1 / 0.31
or2_2: 1 / 0.22
or3_1: 19 / 4.2
or4_1: 20 / 5.3
or4_4: 1 / 0.39
or4bb_1: 1 / 0.39
xnor2_1: 33 / 10
xor2_1: 9 / 2.8
[kinds of logic after synthesis]
kind of cell,count (synthesis)
AND-OR/OR-AND,29
flip-flops,60
XOR/XNOR,42
buffers and inverters,36
adder cells (fa/ha/maj),3
AND/OR/NAND/NOR,157
other,2
[layout make-up]
cell class                      count  share of cell area [%]
Clock buffer                       11                    4.67
Clock inverter                      3                   0.495
Inverter                            6                   0.743
Multi-Input combinational cell    247                    49.5
Sequential cell                    60                    39.6
Tap cell                           72                    2.97
Timing Repair Buffer                7                    1.98
[state kept, by name, indices dropped and copies added (netlist names)]
signal,cells
f0.r2.q,28
c0.curr_state,2
d0.colour_inside,2
f0.r1.q,28
[how the worst max path moves through the flow]
stage / endpoint / slack (ns) / cells past startpoint
finish: f0.r2.q[27] / 2.99 / 5
global route: f0.r2.q[27] / 2.83 / 5
CTS: f0.r2.q[27] / 3.00 / 5
[per-stage QoR]
stage	power (mW)	std cells	hold slack, ns
2_1_floorplan	0.420	343	0.406
3_3_place_gp	0.417	392	0.434
3_5_place_dp	0.417	392	0.437
4_1_cts	0.717	406	0.452
5_1_grt	0.737	406	0.482
6_report	0.704	406	0.447
[layout by cell type, fill, tap and decap left out, drive strengths merged]
cell,netlist,layout
nand2,13,13
and4b,1,1
nor3b,2,2
o41ai,1,1
clkbuf,11,11
clkinv,0,3
buf,19,4
clkdlybuf4s50,0,3
xor2,9,9
or4,21,21
a211oi,1,1
ha,3,3
inv,6,6
nor4bb,1,1
nor4b,1,1
o31ai,3,3
a21oi,12,12
or2,1,1
nor3,17,17
nor4,17,17
nand4b,2,2
nor2,44,44
dfxtp,60,60
nor2b,1,1
nand4,4,4
conb,2,16
a21boi,1,1
o21ai,10,10
nand3,3,3
or4bb,1,1
nand2b,7,7
xnor2,33,33
nand3b,2,2
a211o,1,1
or3,19,19
[critical path, stage by stage (launching register included)]
cell and delay, ns:
dfxtp_1 0.34, or4_1 0.68, or4_4 0.67, or4_1 0.65, or4_1 0.44, a21oi_1 0.15
Power figures rest on the tool's default switching activity, not on a simulated workload.
